**flow/config.mk**
```make
export PLATFORM = sky130hd
export DESIGN_NAME = axi_stream_insert_header
export DESIGN_NICKNAME = axi_stream_insert_header
export VERILOG_FILES = /design/flow/design.v
export SDC_FILE = /design/flow/constraint.sdc
export NUM_CORES = 4
export LEC_CHECK = 1
export CORE_UTILIZATION = 50
```
**flow/constraint.sdc**
```tcl
current_design axi_stream_insert_header

set clk_period 4.8
set clk_io_pct 0.2

create_clock -name clk0 -period $clk_period [get_ports {clk}]

set non_clock_inputs [all_inputs -no_clocks]
set_input_delay [expr $clk_period * $clk_io_pct] -clock clk0 $non_clock_inputs
set_output_delay [expr $clk_period * $clk_io_pct] -clock clk0 [all_outputs]
```
**flow/design.v**
```verilog
`timescale 1ns / 1ps
module axi_stream_insert_header#(
    parameter DATA_WD = 32,
    parameter DATA_BYTE_WD = DATA_WD / 8,
    parameter BYTE_CNT_WD = $clog2(DATA_BYTE_WD)
    )(
    input 						clk,
    input 						rst_n,
    input 						valid_in,
    input [DATA_WD-1 : 0]		data_in,
    input [DATA_BYTE_WD-1 : 0]	keep_in,
    input 						last_in,
    output 						ready_in,
    output 						valid_out,
    output [DATA_WD-1 : 0] 		data_out,
    output [DATA_BYTE_WD-1 : 0] keep_out,
    output 						last_out,
    input 						ready_out,
    input 						valid_insert,
    input [DATA_WD-1 : 0] 		header_insert,
    input [DATA_BYTE_WD-1 : 0] 	keep_insert,
    input [BYTE_CNT_WD : 0] 	byte_insert_cnt,
    output 						ready_insert
);
reg 						last_in_r1		= 'd0	;
reg 						last_in_r2		= 'd0	;
wire 						last_in_pulse_p		 	;
reg [DATA_WD-1 : 0] 		data_out_r1		= 'd0	; 
reg [DATA_WD-1 : 0] 		data_out_r2		= 'd0	;
reg [DATA_BYTE_WD-1 : 0] 	keep_in_r		= 'd0	;
wire 						axis_ready_in			;
always@(posedge clk or negedge rst_n)begin
	if(!rst_n)begin
		last_in_r1 <= 'd0;
		last_in_r2 <= 'd0;
	end
	else begin
		last_in_r1 <= last_in;
		last_in_r2 <= last_in_r1;
	end
end
assign last_in_pulse_p = ~last_in_r1 & last_in_r2;
assign axis_ready_in = last_in_pulse_p ? 1'b0 : 1'b1;
assign ready_in = axis_ready_in;
always@(posedge clk or negedge rst_n)begin
	if(!rst_n)begin
		keep_in_r	<= 'd0;
		data_out_r1 <= 'd0;
		data_out_r2 <= 'd0;
	end
	else if(valid_in && axis_ready_in)begin
		keep_in_r 	<= keep_in;
		data_out_r1 <= data_in;
		data_out_r2 <= data_out_r1;
	end
	else begin
		keep_in_r	<= keep_in_r;
		data_out_r1 <= data_out_r1;
		data_out_r2 <= data_out_r2;
	end
end
reg [DATA_WD-1 : 0]		header_out_r		= 'd0;
reg 					insert_flag			= 'd0;
reg [DATA_BYTE_WD-1 : 0]keep_insert_out_r	= 'd0;
always@(posedge clk or negedge rst_n)begin
	if(!rst_n)begin
		header_out_r 		<= 'd0;
		insert_flag 		<= 'd0;
		keep_insert_out_r	<= 'd0;
	end
	else if(valid_insert && ready_insert)begin
		case(keep_insert)
		4'b1111:begin 
			header_out_r<=header_insert;
			insert_flag<='d1;end
		4'b0111:begin 
			header_out_r<={8'b0,header_insert[23:0]};
			insert_flag<='d1;end
		4'b0011:begin 
			header_out_r<={16'b0,header_insert[15:0]};
			insert_flag<='d1;end
		4'b0001:begin 
			header_out_r<={24'b0,header_insert[7:0]};
			insert_flag<='d1;end
		default:begin 
			header_out_r<=header_out_r;
			insert_flag<='d1;end
		endcase
		keep_insert_out_r <= keep_insert;
	end
	else if(insert_flag)
		insert_flag <= 'd0;
end
reg [DATA_WD-1 : 0]	header_data_out_r	= 'd0;
always@(posedge clk or negedge rst_n)begin
	if(!rst_n)begin
		header_data_out_r <= 'd0;
	end
	else if(insert_flag)begin
		case(keep_insert)
		4'b1111: header_data_out_r<=header_out_r;
		4'b0111: header_data_out_r<={header_insert[23:0],data_out_r1[31:24]};
		4'b0011: header_data_out_r<={header_insert[15:0],data_out_r1[31:16]};
		4'b0001: header_data_out_r<={header_insert[7:0],data_out_r1[31:8]};
		default: header_data_out_r<=header_data_out_r;
		endcase
	end
	else begin
        case(keep_insert_out_r)
        4'b1111:begin header_data_out_r<=data_out_r2; end
        4'b0111:begin header_data_out_r<={data_out_r2[23:0],data_out_r1[31:24]};end
        4'b0011:begin header_data_out_r<={data_out_r2[15:0],data_out_r1[31:16]};end
        4'b0001:begin header_data_out_r<={data_out_r2[7:0],data_out_r1[31:8]};end
        default:begin header_data_out_r<=header_data_out_r; end
		endcase
    end
end
reg s_ready_insert	= 'd0;
assign data_out = ready_out ? header_data_out_r : data_out_r2;
always@(posedge clk or negedge rst_n)begin
    if(!rst_n)
        s_ready_insert <= 'd0;
    else
        s_ready_insert <= insert_flag=='d1 ? 'd0 : 'd1;
end
assign ready_insert	=	s_ready_insert;
reg [1:0]insert_flag_r;
always@(posedge clk or negedge rst_n)
begin
    if(!rst_n)
        insert_flag_r <= 'd0;
    else
        insert_flag_r <= {insert_flag_r[0], insert_flag};
end
assign neg_flag = ~insert_flag_r[1] & insert_flag_r[0];
assign valid_out = neg_flag ? 'd0 : 'd1;
wire last_out_p;
reg [DATA_BYTE_WD-1 : 0] keep_out_r	= 'd0;
always@(posedge clk or negedge rst_n)begin
    if(!rst_n)
        keep_out_r	<= 'd0;
    else if(valid_out)
        keep_out_r 	<= 4'b1111;
    else if(last_out_p)begin
        case(keep_insert)
            4'b1111: keep_out_r <= keep_in_r;
            4'b0111: keep_out_r <= keep_in_r<<1;
            4'b0011: keep_out_r <= keep_in_r<<2;
            4'b0001: keep_out_r <= keep_in_r<<3;
        endcase
    end
    else
        keep_out_r	<= 'd0;
end
assign keep_out = keep_out_r;
reg [1:0]last_out_r;
always@(posedge clk or negedge rst_n)
begin
    if(!rst_n)
        last_out_r <= 'd0;
    else 
    begin
        last_out_r <= {last_out_r[0],last_in_pulse_p};
    end
end
assign last_out_p = ~last_out_r[0]&last_out_r[1];
assign last_out = last_out_p;
endmodule
```
**flow/run.sh**
```bash
#!/bin/bash
# OpenROAD 26Q1-2900-gdf79404cd8, Yosys 0.63+post, stock flow scripts
make -C /OpenROAD-flow-scripts/flow DESIGN_CONFIG=/design/flow/config.mk WORK_HOME=/design/flow/orfs finish
```
==> flow_summary.yaml <==
# physical design summary
finish:
  layout-drive-gt1-share: 0.240
  fin_util: 0.631
  area_delta_synth_final_pct: 22.1
  fin_cells: 1091
  lay_top_count: "dfrtp_1"
  final_cell_mix: "dfrtp_1, mux2_2, clkdlybuf4s50_1"
clock_tree:
  clock-sinks: 148
  cts_buffers: 17
  clk_latency_ps: 420
  h-tree-depth: 4
  clockRootBuffer: "clkbuf_16"
  cts_setup_buffers: 0
  path_clk_slew_ps: 60
  cts_resized: 0
  max-clock-path-buffers: 2
  tritoncts: "done"
  cts_hold_buf: 0
placement:
  dp_cells: 1059
  gp_congestion: 0.937
  portBuffers: 117
  dp.final_hpwl_mm: 16.9
route:
  ant_nets: 0
  dr.pass1.iters: 5
  wl_mm: 25.3
  vias_per_cell: 6.40
  drc: 0
  wl_per_cell_um: 23.2
  vias: 6981
  drt_iter0_markers: 582
  antenna_cells: 0
timing:
  period_needed_ps: 3680
  skew_ps: 7.11
  rsz0062_at_grt: "false"
  fmax_mhz: 272
  hold_viol: 0
  period_used_share: 0.766
  tightest_slew_ps: 944
  setup_violations: 0
  fin_setup_tns_ps: 0
  finalMaxSlewViolations: 0
  slew_headroom: 0.369
die:
  rows: 46
  fp.dieH_um: 131
  io_pins: 121
  fp-utilization: 0.517
  die-area_um2: 17100
  die_width_um: 131
  core_um2: 16100
setup_path:
  startpoint_type: "input port"
  r2r_slack_ps: 2170
  startpoint: "ready_out"
  crit_arrival_ps: 2720
  reg2reg_from: "keep_insert_out_r[2]"
  cp.required_ps: 3840
  cp-endpoint: "data_out[2]"
  critPathMaxFanout: 37
  ff2ff_path_depth: 5
  cp-end-kind: "output pin"
  worst-setup-path-type: "input port to output pin"
  r2r-end: "header_data_out_r[17]"
global_route:
  grt_usage: 0.320
  grt_pass1_wl_mm: 39.0
  gr-total-overflow: 0
  grt_pass1_vias: 6794
  grt_max_degree: 55
  antenna_found_initial: 0
synthesis:
  yosys-stat-area_um2: 8300
  ys_ff: 148
  yosys_cells: 782
  seq_area_frac_synth: 0.446
  ys_sh_simple: 0.0769
  fa_ha_area_frac: 0
  synth_area_um2: 8300
  compound_area_frac: 0.212
  syn_area_per_cell_um2: 10.6
  ys_warn_count: 2
  synth_cells: 782
  mux_share: 0.213
  synth_cell_types: 49
  xor_area_frac: 0
  top_logic_kind: "multiplexers"
pwr:
  p_per_area_nw_per_um2: 436
  p_leak_nw: 4.17
  peakVddDrop_mv: 0.319
job:
  warning_count: 29
  cap_violations: 0
min_path:
  hold_class: "register to register"
status:
  outcome: "complete, no violations"
## synth_stat cells (all sizes together)
library cell | number | area, um^2
and2 | 2 | 12.5
a21oi | 17 | 85.1
nand3b | 3 | 22.5
a221o | 13 | 130
o22a | 2 | 17.5
and3b | 1 | 8.76
o221a | 2 | 22.5
and3 | 2 | 12.5
inv | 19 | 71.3
and4 | 1 | 8.76
a211oi | 15 | 113
o21a | 4 | 30.0
a2111o | 2 | 22.5
o221ai | 16 | 140
a22oi | 1 | 7.51
nand2 | 82 | 308
a2bb2oi | 16 | 140
a221oi | 20 | 175
a31o | 2 | 17.5
or2 | 3 | 18.8
o21ai | 44 | 220
or3b | 2 | 17.5
o211ai | 3 | 22.5
and2b | 1 | 7.51
a211o | 11 | 96.3
nor2 | 14 | 60.1
buf | 45 | 256
nand4 | 2 | 12.5
mux2 | 145 | 1630
nand2b | 10 | 62.6
mux2i | 13 | 130
nand3 | 3 | 15.0
a31oi | 8 | 50.1
nor2b | 5 | 31.3
clkbuf | 27 | 105
o22ai | 68 | 450
dfrtp | 148 | 3700
a2111oi | 2 | 17.5
nor3 | 8 | 40.0
## flip-flops by register name, indices dropped and copies added (netlist names)
name	cells
last_in_r1	1
s_ready_insert	1
header_out_r	32
data_out_r2	32
keep_insert_out_r	4
last_in_r2	1
last_out_r	2
keep_in_r	4
insert_flag	1
header_data_out_r	32
insert_flag_r	2
keep_out_r	4
data_out_r1	32
## area by class of cell
| class | count | area, um^2 |
|---|---|---|
| inverters | 19 | 71.3 |
| fillers | 1213 | 5930 |
| repair buffers | 133 | 1290 |
| flip-flops and latches | 148 | 3700 |
| well taps | 216 | 270 |
| multi-input cells | 543 | 4160 |
| clock buffers | 18 | 429 |
| clock inverters | 14 | 200 |
## cells by family after synthesis
| kind of cell | Yosys count |
|---|---|
| muxes | 158 |
| buffers and inverters | 91 |
| and+or+nand+nor | 139 |
| AOI/OAI and AO/OA | 246 |
| DFF | 148 |
## worst max-delay path, stage by stage
cell	delay, ps
clkdlybuf4s50_1	460
buf_4	420
mux2_2	400
clkdlybuf4s50_1	450
## worst min path at each step
stage | from | end | slack, ps | cells after the start
after CTS | last_in_r1 | last_in_r2 | 370 | 0
after global routing | last_in_r1 | last_in_r2 | 370 | 0
final | last_in_r1 | last_in_r2 | 360 | 0
## report_power, final
group	switching, mW	internal, mW	leakage, nW	total, mW
clock	0.539	0.876	0.298	1.41
sequential	0.298	1.53	1.77	1.83
combinational	0.483	0.684	2.10	1.17
## per-layer routing
| layer | vias to the layer above | track usage | wire [um] |
|---|---|---|---|
| met3 | 60 | 0.0721 | 1770 |
| met5 | - | 0 | 0 |
| met4 | 0 | 0.122 | 1120 |
| li1 | 3143 | - | - |
| met1 | 3474 | 0.470 | 10700 |
| met2 | 304 | 0.481 | 11600 |
## per-stage QoR
stage	hold slack (ps)	power [mW]	cell area [um^2]	setup slack (ps)
after detailed placement	353	3.00	9500	1140
after floorplan	346	2.45	8300	1870
after CTS	369	4.43	10100	1110
after global placement	353	2.98	9500	1130
final	365	4.41	10100	1120
after global routing	375	4.63	10100	1030
Power is estimated from default activity; no workload was simulated.
